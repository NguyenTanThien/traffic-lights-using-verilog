[design/flow/run.sh]
#!/bin/bash
# OpenROAD 26Q1-2900-gdf79404cd8, Yosys 0.63+post, stock flow scripts
make -C /OpenROAD-flow-scripts/flow DESIGN_CONFIG=/design/flow/config.mk WORK_HOME=/design/flow/orfs finish
[design/flow/config.mk]
export PLATFORM = sky130hd
export DESIGN_NAME = traffic
export DESIGN_NICKNAME = traffic
export VERILOG_FILES = /design/flow/design.v
export SDC_FILE = /design/flow/constraint.sdc
export NUM_CORES = 4
export LEC_CHECK = 1
export CORE_AREA = 10 10 92 92
export DIE_AREA = 0 0 102 102
[design/flow/constraint.sdc]
current_design traffic

set clk_period 2.0
set clk_io_pct 0.2

create_clock -name clk0 -period $clk_period [get_ports {clk}]

set non_clock_inputs [all_inputs -no_clocks]
set_input_delay [expr $clk_period * $clk_io_pct] -clock clk0 $non_clock_inputs
set_output_delay [expr $clk_period * $clk_io_pct] -clock clk0 [all_outputs]
[design/flow/design.v]
module compare#(parameter size = 8)(select,A,equal);
  parameter [size-1:0]Green = 30;
  parameter [size-1:0]Yellow = 3; 
  input [size-1:0]A;
  input select;
  output reg equal;
  always @(*)begin
    case(select)
     1'b0: begin
            if(A == Green) equal = 1;
            else equal =0;
     end
     1'b1: begin
            if(A == Yellow) equal = 1;
            else equal =0;
     end
   endcase
  end
endmodule
module control(clk,rst,start,rstc,select,equal,signal1,signal2);
  input clk,rst,start, equal;
  output rstc, select;
  output [2:0]signal1,signal2;
  wire [2:0]D, Q;
  next inst(start,equal,Q,D);
  curr inst1(clk,rst,D,Q);
  out inst2(Q,signal1,signal2,rstc,select);
endmodule
module counter #(parameter size= 8)(clk,rst,count);
  input clk,rst;
  output reg [size-1:0]count;
  always @(posedge clk )
  begin
    if(rst == 0) count = 0;
  else  count = count+1;
  end
endmodule
module curr #(parameter size = 3)(clk,rst,d,Q);
  input clk,rst;
  input [size-1:0]d;
  output reg [size-1:0]Q;
  always @(posedge clk or negedge rst)begin
    if(rst == 0) Q = 0;
    else Q <=d;
  end
endmodule
module datapath(clk,select,rstc,equal,count1);
  input rstc,clk, select;
  output equal;
  wire rst_c1;
  output [7:0]count1;
  counter inst(clk,rst_c1,count1);
  compare inst1(select,count1,equal);
   nor a1(rst_c1, equal,rstc);
endmodule
module next #(parameter size= 3)(start,equal,Q,D);
  input start, equal;
  input [size-1:0]Q;
  output reg [size-1:0]D;
  always @(*)begin
    case(Q)
      3'b000: begin
                if(start == 1) D[2:0] = 3'b001;
              else D = 3'b000;
            end
      3'b001:begin
              if(equal == 1)
                  D = 3'b010;
                else D = 3'b001;
            end
      3'b010:begin
              if(equal == 1)
                  D = 3'b011;
                  else D = 3'b010;
            end
      3'b011:begin
              if(equal == 1)
                  D = 3'b100;
                  else D = 3'b011;
            end
      3'b100:begin
              if(equal == 1)
                  D = 3'b001;
                  else D = 3'b100;
            end
    endcase
  end
endmodule
module out #(parameter size =3)(Q,signal1,signal2,rstc,select);
  input [size-1:0]Q;
  output reg [2:0]signal1, signal2;
  output reg rstc;
  output reg select;
  always @(*)begin
    case(Q)
      3'b000: begin
              signal1 = 3'b000;
              signal2 = 3'b000;
              rstc = 1; 
              select = 0;
    end 
    3'b001: begin
              signal1 = 3'b100;
              signal2 = 3'b010;
              rstc = 0; 
              select =0;
    end 
    3'b010: begin
              signal1 = 3'b100;
              signal2 = 3'b001;
              rstc = 0;
              select = 1; 
    end 
    3'b011: begin
              signal1 = 3'b010;
              signal2 = 3'b100;
              rstc = 0; 
              select = 0;
    end 
    3'b100: begin
              signal1 = 3'b001;
              signal2 = 3'b100;
              rstc = 0; 
              select = 1;
    end 
  endcase
  end
endmodule
module traffic(clk,rst,start,signal1,signal2,equal,rstc,count1);
  input clk,start,rst;
  output [2:0]signal1,signal2;
  output [7:0]count1;
  output    equal,rstc;
  wire select;
  control inst(clk,rst,start,rstc,select,equal,signal1,signal2);
  datapath inst1(clk,select,rstc,equal,count1);
endmodule
==> out/results.tsv <==
stage	metric	value	unit
final_timing	fmax	544	MHz
detailed_routing	n_antenna_cell	0	
final_timing	unconstrained_endpoints	21	
critical_path	path_cells	or4b_4 -> nor2_4 -> dlygate4sd2_1	
synthesis	ys_warn_count	5	
critical_path	startpoint_type	register	
clock_tree	path_clk_slew	0.05	ns
synthesis	top_area_cell	dlxtn_1	
synthesis	top_cells_by_area	dlxtn_1 23%, dfxtp_1 22%, dfrtp_1 10%	
detailed_routing	viasPerCell	3.40	
power	power	0.000444	W
grt	grt_pass1_wl	2.86	mm
cells_and_area	area_growth	56.2	%
power	p_leak	0.495	nW
flow_run	drv_cap	0	
critical_path	max_stage_delay	0.56	ns
clock_tree	cts_tree	built	
synthesis	synth-edff-count	0	
detailed_routing	wl_per_cell	9.75	um
detailed_routing	vias	640	
final_timing	worst_pin_slew	0.586	ns
critical_path	endpoint_kind	primary output	
flow_run	warnings	25	
final_timing	setup_viol	0	
final_timing	finalHoldViolations	0	
die	die_w	102	um
final_timing	fin_worst_skew	0.00484	ns
clock_tree	clk_path_buf_depth	2	
grt	grt.total_usage	0.0344	
placed_design	hpwl	1.46	mm
min_path	hp-class	input pin to asynchronous set/reset pin	
final_timing	period_minus_slack	1.84	ns
die	die_h	102	um
placed_design	io_buffers	18	
detailed_routing	drc	0	
clock_tree	numCtsBuffers	3	
synthesis	yosysCellCount	78	
clock_tree	h-tree-depth	1	
synthesis	top_area_frac	0.226	
synthesis	synth_top_flop_cell	dlxtn_1	
final_timing	rsz0062_at_grt	no	
status	status	finished, final reports clean	
final_timing	final.setup.tns	0	ns
synthesis	yosysUniqueCellTypes	27	
final_timing	unclocked_regs	11	
die	core_area	6460	um2
synthesis	top_cell	nor2_1	
power	irDropWorstVdd	0.152	mV
synthesis	syn_avg_cell_area	9.38	um2
final_timing	fin_hold_ws	0.340	ns
detailed_routing	dr.pass1.iters	4	
synthesis	synthTopCellsByCount	12 x nor2_1, 11 x dlxtn_1, 8 x dfxtp_1, 7 x nand2_1, 5 x inv_1	
critical_path	path_class	register to primary output	
grt	antenna_found_initial	0	
final_timing	period_used_share	0.919	
clock_tree	clk_latency	0.24	ns
grt	grt_max_degree	12	
placed_design	routabilityCongestion	0.773	
grt	gr-total-overflow	0	
synthesis	synthArstFlopShare	0.136	
final_timing	maxSlewHeadroom	0.609	
die	fp_util	0.113	
critical_path	arrival	1.44	ns
critical_path	r2r_slack	0.57	ns
die	dieArea	10400	um2
die	ios	19	
synthesis	syn_inst	78	
synthesis	netlist_area	732	um2
critical_path	critPathMaxFanout	2	
synthesis	ys_ff	22	
detailed_routing	drtIter0Drc	34	
grt	grt_pass1_vias	593	
detailed_routing	wl	1.83	mm
power	power_density	389	nW/um2
detailed_routing	final_antenna_net_count	0	
cells_and_area	drive_gt1_frac	0.153	
clock_tree	holdBufCountCts	0	
critical_path	slowest_stage	or4b_4	
die	num_rows	29	
final_timing	drv_slew	0	
synthesis	ys_area	732	um2
critical_path	worst_ep_required_time	1.60	ns
clock_tree	cts-root-buf	clkbuf_8	
routing by layer:
layer,global-route usage,part of all wire
met1,0.0452,0.46
met2,0.0494,0.40
met3,0.0198,0.14
met4,0.00434,0
met5,0,0
report_power, final:
part / leakage, nW / switching, W / total, W / internal (W)
Clock: 0.0255 / 0.0000816 / 0.000218 / 0.000137
Sequential: 0.190 / 0 / 0.000221 / 0.000221
Combinational: 0.279 / 0.00000162 / 0.00000562 / 0.00000400
Total: 0.495 / 0.0000832 / 0.000444 / 0.000361
worst paths after layout:
| check | startpoint | to | cells past startpoint |
|---|---|---|---|
| worst max-delay path | inst1.inst.count[7] | equal | 3 |
| worst min-delay path | rst | inst.inst1.Q[1] | 1 |
| worst max register to register | inst1.inst.count[3] | inst1.inst.count[3] | 5 |
| worst min register to register | inst1.inst.count[0] | inst1.inst.count[0] | 2 |
| max in group asynchronous | rst | inst.inst1.Q[0] | 1 |
| min in group clk0 | inst1.inst.count[0] | inst1.inst.count[0] | 2 |
state kept, by name, summed over array words and instances, names as in the netlist:
name                count
inst1.inst.count        8
inst.inst.D             3
inst.inst1.Q            3
inst.inst2.signal1      3
inst.inst2.signal2      3
inst.inst2.rstc         1
inst.inst2.select       1
cell type report:
type | instances | area [um2]
timing repair buffer | 29 | 262
clock buffer | 3 | 41.3
inverter | 5 | 18.8
tap | 77 | 96.3
clock inverter | 1 | 5.00
multi-input combinational | 51 | 320
fill | 701 | 5320
sequential | 22 | 400
through the flow:
step	util	worst slack, ns	cells	cell area, um2
floorplan	-	0.594	78	732
global placement	0.168	0.0955	183	1080
detailed placement	0.168	0.0872	183	1080
CTS	0.177	0.141	188	1140
global route	0.177	0.117	188	1140
finish	0.177	0.162	188	1140
cells in the final DEF, fill, tap and decap left out, drive strengths merged:
cell type and count:
nand2 7, clkinv 1, clkbuf 3, o31ai 1, or4b 1, dlygate4sd2 1, clkdlybuf4s50 17, xnor2 3
nand4bb 1, dfxtp 8, dlxtn 11, or3 1, buf 11, inv 5, or4 1, dfrtp 3
nand3 3, xor2 3, nor4b 1, o31a 1, a21oi 3, nor3 2, nor2 12, o32a 1
o32ai 1, mux2i 1, nand2b 2, a21o 1, ha 1, nand3b 1, nor2b 1, o21ai 2
critical path: cells and delay by family, from the launching register on:
kind          cells  cell delay [ns]
buf+inv           1             0.22
flops             1             0.31
simple gates      2             0.68
logic make-up (layout without fill, tap and decap cells):
group,Yosys count,in the layout,share of synthesized area
AND/OR/NAND/NOR,33,33,0.232
flip-flops,11,11,0.321
latches,11,11,0.226
AND-OR/OR-AND,10,10,0.0923
XOR/XNOR,6,6,0.0718
buffers and inverters,5,38,0.0256
adder cells (fa/ha/maj),1,1,0.0171
multiplexers,1,1,0.0137
timing repair:
action	in CTS	in global routing
setup endpoints to repair	1	0
resized	3	0
setup buffers	1	0
No activity file was given, so power comes from the tool's default toggle rates.
